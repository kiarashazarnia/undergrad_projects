$ cat run.sh
#!/bin/bash
# OpenROAD 26Q1-2900-gdf79404cd8, Yosys 0.63+post, stock flow scripts
make -C /OpenROAD-flow-scripts/flow DESIGN_CONFIG=/design/flow/config.mk WORK_HOME=/design/flow/orfs finish
$ cat config.mk
export PLATFORM = sky130hd
export DESIGN_NAME = Stack
export DESIGN_NICKNAME = Stack
export VERILOG_FILES = /design/flow/design.v
export SDC_FILE = /design/flow/constraint.sdc
export NUM_CORES = 4
export LEC_CHECK = 1
export CORE_UTILIZATION = 30
$ cat constraint.sdc
current_design Stack

set clk_period 4.3
set clk_io_pct 0.2

create_clock -name clk0 -period $clk_period [get_ports {clk}]

set non_clock_inputs [all_inputs -no_clocks]
set_input_delay [expr $clk_period * $clk_io_pct] -clock clk0 $non_clock_inputs
set_output_delay [expr $clk_period * $clk_io_pct] -clock clk0 [all_outputs]
$ cat design.v
module Stack(clk, rst, pop, push, in, out);
	input clk, rst, pop, push;
	input[11:0]  in;
	output logic[11:0] out;
	logic[11:0] address[7:0];
	logic[3:0] top;
	always@(posedge clk or posedge rst) begin
		if(rst)
			top <= 0;
        else if(push) begin
			address[top] <= in;
			top <= top + 1;
		end
        else if(pop) begin
			out <= address[top - 1];
			top <= top - 1;
		end
	end
endmodule
==> run summary <==
The synthesis and PnR run went through. The flow ran to the end, and the final reports show no timing, DRC or antenna violations. OpenROAD warning count landed at 31. Delay of the slowest cell on the worst path landed at 0.84 ns. Total half-perimeter wirelength after legalization and detailed placement landed at 5073 microns. Count of library flops with an enable pin landed at 108.

Routed length per instance landed at 18.39 microns. Worst endpoint required time landed at 4.25 ns. The first detailed-routing pass took 4 iterations. Broken down by cell family, the worst path's largest delay share belongs to simple AND/OR/NAND/NOR gates. Worst-case clock buffer depth landed at 2.

TritonCTS built the clock tree. The later pin in the worst-skew pair is clocked with a latency of 0.33 ns. Initial detailed-routing violation count landed at 164.

The number of global-route vias before repair was 2357. According to the floorplan report, the die height is 121.2 microns. Endpoints with negative setup slack in the final report add up to 0. Number of vias in the routed layout landed at 2286. Count of port buffers added during placement landed at 27.

After routing, the total negative slack on setup checks comes to 0 ns. Once the clock tree was built, the resizer swapped 0 gates to a different size. Maximum fanout count along the critical path landed at 12. The synthesis stats list as the most numerous cell edfxtp_1. During synthesis, Yosys emitted a total of 2 warnings. According to the hold report, the worst path is of the flip-flop to flip-flop type. Share of async-settable or async-resettable flops after synthesis landed at 2.703%. The routed layout reports a DRC error count of 0. Yosys cell count landed at 256. The area growth from synthesis to layout is 18.36%.

In the final report, the number of pins over their slew limit comes to 0. The power report puts the leakage power at 1.651 nW. At the floorplan stage, the core utilization is reported as 30.68%. Data on the critical path arrives at its endpoint at 2.76 ns. Looking at the setup timing report, the critical path kind is input pin to flip-flop. Last weighted congestion value of the routability-driven placer landed at 0.7948. Yosys reported a register bit count of 111.

Per the detailed placement report, the placed cell area equals 0.004735 sq mm. Number of sinks driven by the clock tree landed at 111. In the Yosys report, the sequential cells make up 77.91% of the chip area. Counting both buffers and inverters, the worst setup path holds a total of 1. Cell-internal power landed at 2.324 mW.

The netlist uses 28 different library cells. The worst-case reg-to-reg setup slack stands at 1.54 ns. STA classifies the critical path startpoint as an input pin. The first global-routing pass estimated 13390 microns of wire. Post-detailed-route via-to-cell ratio landed at 4.874.

Tally of nets with antenna violations remaining after routing landed at 0. Global route total overflow landed at 0. The final timing report derives a shortest allowable period of 2.808 ns. Sorting the synthesized cells by area gives the leading types as edfxtp_1 (76%), nand3_1 (4.5%), ha_1 (2.4%). Summed over all instances, the cell type with the most area after synthesis is edfxtp_1. Per report_power, the combinational group accounts for 34.8% of the total. In this run the count of I/O pins placed on the die edge is 28. Entering global routing, the biggest net connects 35 pins. The switching portion of total power comes to 32.63%. In the routed netlist, the antenna diode instances number 0. The root buffer cell chosen for the clock tree is clkbuf_16.

Mean area per synthesized cell landed at 16.64 sq um. The pin closest to its max-slew limit shows a slew of 1.054 ns. The timing report shows that the slowest cell on the worst path is nor2_1.

Post-CTS setup-driven buffer insertion count landed at 0. Die area landed at 0.01468 sq mm. Listed in order, past its start point the critical path passes clkdlybuf4s50_1 > nor2b_1 > nand2_1 > nor2_1. The script computed a power per unit cell area of 684.4 mW/mm^2.

The die is 121.2 microns wide. Clock-pin slew was measured on the worst setup and hold paths at 0.07 ns. Register area landed at 0.003318 sq mm. Number of antenna violations at the first check in global routing landed at 0.

In this run the biggest area consumer among cell types represents 76.15% of the synthesized area. Post-synthesis chip area from yosys landed at 0.004259 sq mm. The tightest hold path in the finished design has a slack of 0.5488 ns.

Relative contribution of sequential cells to total power landed at 40.5%. Number of buffers added by the clock tree synthesis step landed at 9. Per the final layout report, the fraction of cells sized above drive strength 1 comes to 7.612%. Buffers inserted to repair hold after CTS numbered 0. In the finished design, the share of the clock period the worst path needs comes to 65.30%. Combinational gate area landed at 853.3 sq um. The total area inside the core boundary comes to 0.01388 sq mm. Count of endpoints failing hold in the final timing report landed at 0.

Summed over all routing layers, the global router reports a total usage of 13.08%. Part of the total power dissipated in the clock network landed at 24.7%. Net switching power of the design landed at 1.126 mW.

On the final layout, the worst clock skew is 0.006973 ns. Row count landed at 43. Relative max-transition margin landed at 29.50%. Synthesis produced 256 cells.

In the synthesized netlist the dominant register cell turns out to be edfxtp_1. Per the timing report, the achievable frequency comes out to 0.3561 GHz. After synthesis the cells add up to 0.004259 sq mm. The H-tree was split into 3 levels. Setup repair after global routing left no endpoint under its margin. After synthesis, the most frequently instantiated cells are edfxtp_1 (108), nand3_1 (38), a21oi_1 (11), clkbuf_1 (11), a221oi_1 (10).

IR analysis of the VDD net gives a maximum drop of 0.4741 mV. Number of filler instances in the final layout landed at 1303. Final design area excluding fillers landed at 0.005041 sq mm. STA classifies the critical path endpoint as a flip-flop. Total wirelength of the detailed-routed design landed at 8623 microns. Tally of max-capacitance violations landed at 0.
==> layer usage <==
layer  global-route usage, %  up-vias  wire, microns
met3                   6.430        2            748
met2                   18.64       93           4009
met5                       0        -              0
met4                  0.9259        0             36
met1                   20.13     1104           3830
li1                        -     1087              -
==> placed cells by master, fill, tap and decap left out, drive strengths merged <==
| master | count |
|---|---|
| a2111o | 1 |
| a2111oi | 1 |
| a21oi | 11 |
| a221oi | 10 |
| a222oi | 9 |
| a22o | 2 |
| a22oi | 4 |
| and2 | 2 |
| and3 | 4 |
| buf | 7 |
| bufinv | 2 |
| clkbuf | 12 |
| clkdlybuf4s50 | 27 |
| clkinv | 2 |
| dfrtp | 3 |
| edfxtp | 108 |
| ha | 8 |
| inv | 4 |
| nand2 | 9 |
| nand2b | 1 |
| nand3 | 38 |
| nor2 | 8 |
| nor2b | 1 |
| o211ai | 1 |
| o22a | 7 |
| o32a | 3 |
| xnor2 | 3 |
| xor2 | 1 |
==> worst reg2reg max path: stages, from the launching register on <==
cell	delay (ns)
dfrtp_1	0.44
inv_1	0.13
ha_1	0.28
xor2_2	0.14
buf_4	0.35
a2111o_1	0.68
nand3_1	0.15
o32a_1	0.32
==> stage by stage <==
| step | power [mW] | setup slack [ns] | cells | utilization (%) |
|---|---|---|---|---|
| global route | 3.659 | 1.311 | 469 | 36.32 |
| global placement | 2.613 | 1.287 | 453 | 34.11 |
| detailed placement | 2.623 | 1.190 | 453 | 34.11 |
| floorplan | 2.250 | 2.174 | 256 | - |
| CTS | 3.479 | 1.504 | 469 | 36.32 |
| finish | 3.450 | 1.492 | 469 | 36.32 |
==> logic make-up after synthesis <==
family | after synthesis | share of synthesized area (%)
adder cells (fa/ha/maj) | 8 | 2.350
AND/OR/NAND/NOR | 63 | 7.139
XOR/XNOR | 4 | 1.175
buffers and inverters | 21 | 2.056
flip-flops | 111 | 77.91
AND-OR/OR-AND | 49 | 9.371
==> sequential cells by signal, indices dropped and copies added (netlist names) <==
register and cells:
address 96, top 3, out 12
==> path summary, 6_finish.rpt <==
kind | from | endpoint | cells past startpoint
setup reg to reg | top[0] | out[11] | 7
hold / removal | address[0][6] | out[6] | 1
min in group asynchronous | rst | top[2] | 2
hold reg to reg | address[0][6] | out[6] | 1
setup / recovery | push | address[5][7] | 4
max in group asynchronous | rst | top[0] | 2
==> layout make-up <==
cell class | instances | share of cell area, %
flip-flops and latches | 111 | 65.82
multi-input cells | 124 | 16.93
repair buffers | 34 | 6.404
clock buffers | 12 | 4.691
well taps | 180 | 4.468
clock inverters | 4 | 1.390
inverters | 4 | 0.2978
==> power by group through the flow <==
stage / Sequential, mW / Combinational, mW / Clock (mW)
after global routing: 1.41 / 1.34 / 0.910
final: 1.40 / 1.20 / 0.851
after CTS: 1.40 / 1.21 / 0.867
Power and IR drop assume default switching activity.
