==> flow/design.v <==
module stack (
	input        clk, rst,
	input        pop,
	input        push,
	input[11:0]  inp,
	output logic[11:0] out);
	logic[11:0] address[7:0];
	logic[3:0] head;
	always@(posedge clk or posedge rst) begin : proc_wire
		if(rst)
			head = 0;
        else if(push) begin
			address[head] = inp;
			head = head + 1;
		end
        else if(pop) begin
			out = address[head - 1];
			head = head - 1;
		end
	end
endmodule
==> flow/run.sh <==
#!/bin/bash
# OpenROAD 26Q1-2900-gdf79404cd8, Yosys 0.63+post, stock flow scripts
make -C /OpenROAD-flow-scripts/flow DESIGN_CONFIG=/design/flow/config.mk WORK_HOME=/design/flow/orfs finish
==> flow/config.mk <==
export PLATFORM = sky130hd
export DESIGN_NAME = stack
export DESIGN_NICKNAME = stack
export VERILOG_FILES = /design/flow/design.v
export SDC_FILE = /design/flow/constraint.sdc
export NUM_CORES = 4
export LEC_CHECK = 1
export CORE_UTILIZATION = 50
==> flow/constraint.sdc <==
current_design stack

set clk_period 4.3
set clk_io_pct 0.2

create_clock -name clk0 -period $clk_period [get_ports {clk}]

set non_clock_inputs [all_inputs -no_clocks]
set_input_delay [expr $clk_period * $clk_io_pct] -clock clk0 $non_clock_inputs
set_output_delay [expr $clk_period * $clk_io_pct] -clock clk0 [all_outputs]
==> run_results.csv <==
group,metric,value,unit
run_status,status,"complete, no violations",
clock_network,holdBufCountCts,0,
worst_setup_path,path_max_fanout,22,
sta,clock_skew,15.1,ps
synthesis,ys_cells,263,
worst_setup_path,worstPathRequired,4420,ps
clock_network,cts_buffers,9,
synthesis,syn-cell-area,4300,um2
route,vias,2412,
synthesis,synth.distinct_cells,28,
worst_setup_path,path_common_cell,"ha_1",
clock_network,cts_root_buf,"clkbuf_8",
worst_setup_path,cp-end-kind,"flip-flop",
worst_setup_path,worstSetupStartpointType,"flip-flop",
worst_setup_path,crit_arrival,3120,ps
place,gp_congestion,0.850,
synthesis,avgSynthCellArea,16.3,um2
synthesis,yosys-stat-area,4300,um2
finish,layout_top_cell,"edfxtp_1",
worst_hold_path,hold_path.startpoint,"address[0][6]",
sta,maxSlewViolCount,0,
sta,min_period,2990,ps
worst_setup_path,worstReg2RegEnd,"out[7]",
worst_setup_path,critical_path.cell_chain,"inv_1, ha_1, ha_1, buf_4, mux2_2, a221oi_1, a21oi_1",
sta,hold_viol,0,
finish,mostFrequentLayoutCells,"108 x edfxtp_1, 27 x clkdlybuf4s50_1, 20 x a21oi_1, 19 x nor2_1, 19 x buf_4",
clock_network,clock_sink_count,111,
synthesis,yosys_warnings,2,
sta,setup_violations,0,
global_route,antenna_found_initial,0,
power_and_ir_drop,peakVddDrop,328,uV
floorplan,core-area,8260,um2
route,initialDrtViolationCount,128,
sta,holdWs,576,ps
floorplan,die_w,94.7,um
worst_setup_path,critPathSlowestCell,"ha_1",
floorplan,initCoreUtil,52.1,%
worst_setup_path,path_buffers,2,
worst_hold_path,hold_path.class,"flip-flop to flip-flop",
route,drc_errors,0,
flow_run,maxCapViolations,0,
clock_network,clkTransAtPathRegs,100,ps
route,ant_nets,0,
clock_network,cts_tree,"built",
worst_setup_path,critPathKind,"flip-flop to flip-flop",
route,via_per_inst,5.84,
power_and_ir_drop,power,3.44,mW
floorplan,chipArea,8970,um2
sta,period_used_share,69.6,%
global_route,grt_pass1_wl,13000,um
sta,setup_tns,0,ps
clock_network,postCtsSetupRepairBufs,0,
route,wirelength,8450,um
route,dr.pass1.iters,4,
worst_setup_path,reg2reg_depth,7,
sta,tightest_slew,836,ps
floorplan,die.size.y,94.7,um
route,diodes,0,
place,port_buffers,27,
sta,worst_slack,1310,ps
worst_setup_path,r2r-start,"head[1]",
sta,relSlewSlack,44.2,%
route,wl_per_cell,20.5,um
worst_hold_path,min_to,"out[6]",
global_route,grt_max_degree,23,
finish,drive_above_1_share,16.6,%
worst_setup_path,cpPeakStageDelay,690,ps
synthesis,ys_seq_share,77.2,%
clock_network,post_cts_resized,0,
power_and_ir_drop,power_density,687,nW/um2
clock_network,cts_buffer_depth,2,
flow_run,warning_count,30,
place,pre_cts_ws,1050,ps
global_route,gr-usage-all-layers,22.3,%
worst_setup_path,r2r_slack,1310,ps
worst_setup_path,critical_path.top_delay_family,"adder cells",
global_route,first_global_vias,2361,
power_and_ir_drop,cellLeakagePower,1.67,nW
place,post-dp-hpwl,5140,um
finish,final_util,60.6,%
worst_hold_path,hold_path_depth,2,
clock_network,cts_max_level,3,
global_route,grt_overflow,0,
clock_network,clock_latency,360,ps
finish,area_growth,16.3,%
floorplan,rows,33,
sta,rsz0062_at_grt,"false",
synthesis,ys_ff,111,
floorplan,io-pin-count,28,
synthesis,netlist_instances,263,
sta,fmax,0.334,GHz
## tightest hold or removal path, stage by stage (launching register included)
cell      delay (ps)
edfxtp_1         330
nor2_1            40
a21oi_1           90
## logic make-up after synthesis
| kind of cell | after synthesis | synth area share (%) |
|---|---|---|
| AND-OR/OR-AND | 65 | 10.4 |
| XOR/XNOR | 1 | 0.204 |
| adder cells (fa/ha/maj) | 8 | 2.33 |
| buffers and inverters | 23 | 2.33 |
| flip-flops | 111 | 77.2 |
| multiplexers | 12 | 3.11 |
| AND/OR/NAND/NOR | 43 | 4.39 |
## stage by stage
step	std cells	area, um2
after floorplan	263	4300
after global placement	398	4810
after detailed placement	398	4810
after CTS	413	5000
after global routing	413	5000
final	413	5000
## sequential cells by signal, indices dropped and copies added (netlist names)
signal	count
address	96
head	3
out	12
## how the worst max path moves through the flow
stage / slack, ps / to / start / cells after the start
finish: 1310 / out[7] / head[1] / 7
CTS: 1310 / out[3] / head[1] / 7
global route: 1030 / out[7] / head[1] / 7
## cell type report
class	count	area (um2)
Clock buffer	9	124
Clock inverter	6	71.3
Fill cell	632	3260
Inverter	7	26.3
Multi-Input combinational cell	129	917
Sequential cell	111	3320
Tap cell	105	131
Timing Repair Buffer	46	413
## report_power, final
group          switching (mW)  internal, mW
clock                   0.339         0.272
sequential             0.0740          1.42
combinational           0.787         0.542
## metal layers
metal,wire [um],global-route usage (%),vias to the layer above
met2,4160,33.2,100
met1,3400,35.2,1185
met5,0,0,-
li1,-,-,1117
met3,810,10.4,10
met4,83,2.90,0
## cell usage after synthesis
library cell	instances	area [um2]
a221oi_1	15	131
nor3_1	2	10.0
ha_1	8	100
a211oi_1	1	7.51
a211o_1	1	8.76
a22oi_1	18	135
o211ai_1	1	7.51
xnor2_1	1	8.76
nor2_1	19	71.3
buf_1	1	3.75
edfxtp_1	108	3240
nand2b_1	2	12.5
o21ai_0	5	25.0
clkbuf_1	4	15.0
a21oi_2	1	8.76
inv_1	7	26.3
mux2_2	11	124
dfrtp_1	3	75.1
nand2_1	12	45.0
o21ai_1	1	5.00
nor2b_1	1	6.26
buf_2	11	55.1
nor4_1	5	31.3
a222oi_1	2	20.0
and2_1	1	6.26
or2_0	1	6.26
a21oi_1	20	100
mux2i_1	1	10.0
No activity file was given, so power comes from the tool's default toggle rates.
